[/design/flow/design.v]
module FIFO (
    input clock, reset,
    input en_in, en_out,
    input [3:0] in,
    output reg [3:0] out,
    output empty, full,
    output [15:0] display
);
    reg [2:0] head, tail;
    reg prev_in, prev_out;
    assign empty = head == tail;
    assign full = (tail + 3'b1) == head;
    wire push, pop;
    assign push = (~prev_in) & en_in & ((~full) | pop);
    assign pop = (~prev_out) & en_out & (~empty);
    reg [2:0] scan_a;
    wire [3:0] scan_d, head_d;
    integer scan_n;
    reg [6:0] segdata;
    wire [6:0] seg;
    wire dp;
    wire [7:0] select;
    assign dp = scan_a != head;
    assign select = ~(8'b1 << scan_a);
    assign seg = (tail >= head ? (scan_a >= head && scan_a < tail) : (scan_a < tail || scan_a >= head)) ? segdata : 7'h7F;
    assign display = {select, dp, seg};
    RegisterFile #(3, 4) RF (clock, reset, head, scan_a, tail, in, push, head_d, scan_d);
    always @(scan_d) begin
        case (scan_d)
            4'd0: segdata = 7'b0000001;
            4'd1: segdata = 7'b1001111;
            4'd2: segdata = 7'b0010010;
            4'd3: segdata = 7'b0000110;
            4'd4: segdata = 7'b1001100;
            4'd5: segdata = 7'b0100100;
            4'd6: segdata = 7'b0100000;
            4'd7: segdata = 7'b0001111;
            4'd8: segdata = 7'b0000000;
            4'd9: segdata = 7'b0000100;
            default: segdata = 7'b1111110;
        endcase
    end
    always @(posedge clock) begin
        if (reset) begin
            prev_in <= 0;
            prev_out <= 0;
            head <= 0;
            tail <= 0;
            scan_a <= 0;
            scan_n <= 0;
            out <= 0;
        end else begin
            prev_in <= en_in;
            prev_out <= en_out;
            if (pop) begin
                head <= head + 1;
                out <= head_d;
            end
            if (push) begin
                tail <= tail + 1;
            end
            if (scan_n >= 10000) begin
                scan_n <= 0;
                scan_a <= scan_a + 1;
            end else begin
                scan_n <= scan_n + 1;
            end
        end
    end
endmodule
module RegisterFile
#(parameter wAddr = 2, wData = 4)
(
    input clock, reset,
    input [wAddr - 1:0] ra0, ra1,
    input [wAddr - 1:0] wa0,
    input [wData - 1:0] wd0,
    input we,
    output [wData - 1:0] rd0, rd1
);
    reg [wData - 1:0] r [(1 << wAddr) - 1:0];
    assign rd0 = r[ra0];
    assign rd1 = r[ra1];
    integer i;
    always @(posedge clock) begin
        if (reset) begin
            for (i = 0; i < (1 << wAddr); i = i + 1) begin
                r[i] <= 0;
            end
        end else if (we) begin
            r[wa0] <= wd0;
        end
    end
endmodule
[/design/flow/run.sh]
#!/bin/bash
# OpenROAD 26Q1-2900-gdf79404cd8, Yosys 0.63+post, stock flow scripts
make -C /OpenROAD-flow-scripts/flow DESIGN_CONFIG=/design/flow/config.mk WORK_HOME=/design/flow/orfs finish
[/design/flow/config.mk]
export PLATFORM = sky130hd
export DESIGN_NAME = FIFO
export DESIGN_NICKNAME = FIFO
export VERILOG_FILES = /design/flow/design.v
export SDC_FILE = /design/flow/constraint.sdc
export NUM_CORES = 4
export LEC_CHECK = 1
export CORE_UTILIZATION = 30
[/design/flow/constraint.sdc]
current_design FIFO

set clk_period 4.5
set clk_io_pct 0.2

create_clock -name clk0 -period $clk_period [get_ports {clock}]

set non_clock_inputs [all_inputs -no_clocks]
set_input_delay [expr $clk_period * $clk_io_pct] -clock clk0 $non_clock_inputs
set_output_delay [expr $clk_period * $clk_io_pct] -clock clk0 [all_outputs]
==> flow_results.org <==
#+TITLE: Implementation results

** Timing
- Clk_skew :: 7.99 ps
- In the final report, the number of pins over their slew limit comes to 0.
- Measured against its own limit, the worst slew margin works out to between 40% and 50%.
- Looking at the max-slew report, the worst-margin pin has a slew of 747 ps.
- Maximum operating frequency :: around 0.26 GHz
- Hold violation total from the final report :: 0
- After layout, the worst path uses 85.8% of the clock period.
- Setup repair after global routing missed its margin :: no
- Setup violation total in the final timing report :: 0
- Min cycle time layout :: 3860 ps
- In the final timing run, aggregate negative setup slack is 0 ps.
- Once routing completed, OpenROAD measured the worst setup slack at 638 ps.
- The most critical hold endpoint after final layout shows a slack of 467 ps.

** Floorplan
- Core Density at Floorplan :: 31.2%
- Chip area :: 15,200 µm²
- Row Count :: 43
- Vertical die size :: ~120 µm
- Chip width :: 123 µm
- Placeable Area :: 14,100 µm²
- Count of boundary I/O pins :: 30

** Routing
- DR top layer :: met4
- The script logs the mean routed wire length per placed instance as between 10 and 15 µm.
- Per the detailed-route log, wirelength across all metal layers totals 9.14 mm.
- For this block, the via count after detailed routing is 3,189.
- The iteration count recorded for the first detailed-route pass is 4.
- Number of nets with antenna violations after detailed routing :: 0
- Violation count after the first detailed-routing iteration :: 197
- Post-detailed-route via-to-cell ratio :: 4.88
- Detailed routing placed a total of 522 µm of wire on met3.
- Per the detail_route report, DRC violations left total 0.
- The repair_antennas step left the layout with diodes totalling 0.
- The routed wirelength on the met1 layer is recorded as approximately 4.3 mm.
- Wire segments on met2 add up to 4.10 mm in the final route.

** Place
- The placement report lists the number of port buffers as 29.
- Final weighted congestion in routability-driven placement :: 0.930
- OpenSTA, run right after detailed placement, puts the worst setup slack at roughly 960 ps.
- Final HPWL DP :: 6.86 mm

** Min path
- Worst Hold Class :: flop to flop
- Worst hold stages :: 2

** Synthesis
- Dividing the synthesized area by the synthesized cell count gives a little under 10 µm².
- The number of different library cells used by synthesis comes to 47.
- The area fraction of the largest cell type after synthesis is 22.6%.
- Yosys top cell by area :: dfxtp_1
- The cell count after synthesis came out at 446.
- Yosys stat counts 446 cells in the synthesized netlist.
- Per the synth stats, the flop cell with the highest instance count is dfxtp_1.
- Before any placement, the netlist area is recorded as 4420 µm².
- For this run, asynchronously set or reset flops after synthesis account for 0%.
- Warning count from the yosys run :: 2
- Once synthesis finished, the tally of register bits stood at around 82.
- Sorting the synthesized cells by area gives the leading types as dfxtp_1 (23%), edfxtp_1 (22%), mux4_2 (8.2%).
- Synth Seq Share :: 44.4%
- The area recorded from the Yosys report for this design is 4420 µm².
- Count of library flops with an enable pin :: 32

** Clock tree
- Clock tree from TritonCTS :: done
- The clock tree synthesis step divided the H-tree into 3 levels.
- Insertion delay to the later sink of the worst-skew pair :: 340 ps
- Buffers inserted to repair hold after CTS numbered 0.
- Buffers added to address setup during post-CTS repair amount to 0.
- Counting every sink on the clock net gives 82.
- The tree is rooted in a clkbuf_16.
- TritonCTS created 9 clock buffers.
- The timing report gives the clock slew at the launch and capture registers of the worst setup and hold paths as ~60 ps.
- Count of instances resized after the clock tree is built :: 0
- In this run the deepest clock path goes through 2 buffers.

** Power
- Worst vdd rail ir drop :: around 0.00019 V
- The script extracted a total leakage power of 1.82 nW.
- Power spread over the standard cell area amounts to between 300 and 400 nW/µm².
- Total Power :: between 1.5 and 2 mW

** Cells and area
- The post-route netlist has under 10% of its cells at a drive strength greater than 1.
- Top library cells by usage in the layout, fill and taps aside :: nor2_1 (88), dfxtp_1 (50), nand2_1 (43), edfxtp_1 (32), clkdlybuf4s50_1 (29)
- Per the cell usage report, the commonest logic cell in the layout is nor2_1.
- Synth-to-layout area growth :: 16.8%

** Critical path
- The critical path is of the flop to output pin type.
- WP data arrival :: approximately 3000 ps
- The worst register-to-register path has a depth of 7.
- STA classifies the critical path startpoint as a flop.
- STA lists the maximum fanout along the critical path as 11.
- At the worst endpoint, the required time is roughly 3600 ps.
- Minimum setup slack among reg-to-reg paths :: 2130 ps
- The worst setup path is captured at an output pin.

** GRT
- Global routing consumed, over all layers together, between 10% and 20% of the routing resources.
- The first global-routing pass estimated 15.6 mm of wire.
- Global routing finished with a remaining overflow of 0.
- Vias in the first global route :: 3,147
- Entering global routing, the biggest net connects 32 pins.
- The initial antenna violation count came to 0.

** Flow run
- Max_cap viols :: 0
- The stage logs contain a warning count of 36.

** Run status
- The run finished with clean final reports.
==> flip-flops by register name, summed over array words and instances (netlist names), named ones only <==
signal,flops
out,4
scan_a,3
prev_in,1
prev_out,1
RF.r,32
scan_n,32
tail,3
head,3
==> report_power, final <==
group          internal, mW  switching (mW)  total (mW)  leakage, nW
clock                 0.440           0.314       0.755        0.149
combinational         0.184           0.154       0.338        0.932
sequential            0.806          0.0316       0.837        0.737
==> cell type report <==
class	count	area, µm²
well taps	180	225
flip-flops and latches	82	1960
multi-input cells	319	2250
fillers	1356	8990
clock buffers	9	225
clock inverters	7	83.8
inverters	24	90.1
repair buffers	33	320
==> cell usage after synthesis (all sizes together) (9+ instances only) <==
master  count
clkbuf      9
edfxtp     32
buf        12
dfxtp      50
mux4       16
nor3       10
nand2      43
nand3      19
nor2       89
inv        24
xnor2      27
nor4       11
ha         24
==> cells by family (layout without fill, tap and decap cells) <==
family / count (synthesis) / count (layout) / synth area share [%]
adder cells (fa/ha/maj): 24 / 24 / 6.79
AND/OR/NAND/NOR: 202 / 202 / 21.1
flip-flops: 82 / 82 / 44.4
buffers and inverters: 45 / 73 / 4.61
AND-OR/OR-AND: 33 / 33 / 5.63
XOR/XNOR: 36 / 36 / 7.44
multiplexers: 24 / 24 / 10.1
==> stage by stage <==
stage                     instances  area (µm²)  utilization (%)
after floorplan                 446        4420                -
after global placement          638        4850             34.3
after detailed placement        638        4850             34.3
after CTS                       654        5160             36.5
after global routing            654        5160             36.5
final                           654        5160             36.5
==> worst max-delay path, cell delays in order, from the launching register on <==
cell             delay [ps]
dfxtp_1                 540
mux4_2                  540
mux2i_1                 610
a21oi_1                 180
a21oi_2                 220
o21ai_0                 110
clkdlybuf4s50_1         430
==> worst paths after layout <==
kind / to / start
setup reg to reg: head[2] / head[1]
hold reg to reg: scan_n[31] / scan_n[31]
setup / recovery: display[5] / flop
hold / removal: scan_n[31] / scan_n[31]
==> routing by layer <==
metal	track usage, %	vias up
li1	-	1610
met1	19.0	1491
met2	21.1	71
met3	4.28	17
met4	3.61	0
met5	0	-
No activity file was given, so power comes from the tool's default toggle rates.
