### flow/design.v
module Divide
#(parameter W = 8)
(
    input clock, reset,
    input [W - 1:0] x, y,
    output reg [W - 1:0] q, r,
    output done, error
);
    reg [W - 1:0] n;
    wire [W - 1:0] nextQ, nextR, nextN;
    wire [W - 1:0] t;
    wire s;
    assign done = n == 0;
    assign error = y == 0;
    assign t = (r << 1) | x[n - 1];
    assign s = t >= y;
    assign nextR = s ? t - y : t;
    assign nextQ = s ? q | (1 << (n - 1)) : q;
    assign nextN = ((n == 0) | (error)) ? 0 : n - 1;
    always @(posedge clock) begin
        if (reset) begin
            n <= W;
            q <= 0;
            r <= 0;
        end else if (done) begin
        end else begin
            n <= nextN;
            q <= nextQ;
            r <= nextR;
        end
    end
endmodule
### flow/run.sh
#!/bin/bash
# OpenROAD 26Q1-2900-gdf79404cd8, Yosys 0.63+post, stock flow scripts
make -C /OpenROAD-flow-scripts/flow DESIGN_CONFIG=/design/flow/config.mk WORK_HOME=/design/flow/orfs finish
### flow/config.mk
export PLATFORM = sky130hd
export DESIGN_NAME = Divide
export DESIGN_NICKNAME = Divide
export VERILOG_FILES = /design/flow/design.v
export SDC_FILE = /design/flow/constraint.sdc
export NUM_CORES = 4
export LEC_CHECK = 1
export CORE_AREA = 10 10 98 98
export DIE_AREA = 0 0 108 108
### flow/constraint.sdc
current_design Divide

set clk_period 7.3
set clk_io_pct 0.2

create_clock -name clk0 -period $clk_period [get_ports {clock}]

set non_clock_inputs [all_inputs -no_clocks]
set_input_delay [expr $clk_period * $clk_io_pct] -clock clk0 $non_clock_inputs
set_output_delay [expr $clk_period * $clk_io_pct] -clock clk0 [all_outputs]
==> results.ini <==
[run_status]
status=complete, no violations

[drt]
drcViolationCount=0
drt-total-wl_mm=4.54
ant_nets=0
first_iter_violations=61
num_vias=1572
n_antenna_cell=0
wl_per_cell_um=13.6
drt_first_pass_iters=4
viasPerCell=4.71

[synthesis]
syn_area_mm2=0.00177
syn_avg_cell_area_um2=8.63
yosys_most_used_dff=dfxtp_1
edf_count=0
synth_cells=205
synthTopCellsByArea=dfxtp_1, ha_1, nor2_1
yosys.area.top_type_share=0.272
synth_warnings=1
synth_seq_share=0.272
ys_async_sr_fraction=0
yosysChipArea_mm2=0.00177
yosysUniqueCellTypes=59
top_area_cell=dfxtp_1
synth_flops=24
ys_cells=205

[critical_path]
crit_arrival_ns=3.28
crit_top_cell=clkdlybuf4s50_1
crit_chain=clkdlybuf4s50_1 > or4_1 > nor2_1 > clkdlybuf4s50_1
worstPathBufferInverterCount=2
crit_type=in -> out
crit_slowest_cell=clkdlybuf4s50_1
worst_setup_path_start_kind=input pin
cp.required_ns=5.84
crit_path_max_incr_delay_ns=0.56
ff2ff_setup_slack_ns=3.52
worst_path_dominant_cell_family=buffers and inverters
worst_setup_path_end_kind=primary output
worstPathMaxFanout=5

[final_layout]
seq_area_um2=480
fill_cells=781
design_area_mm2=0.00223
area_delta_synth_final_pct=26.3
post_route_cells_drive_above_1_share=0.103
comb_area_mm2=0.00114

[clock_tree]
cts-resized-gates=0
cts_tree=built
htreeDepth=1
cts_buffers=3
clk_pin_slew_ns=0.09
cts_root_buf=clkbuf_8
insertion_delay_ns=0.27
postCtsSetupBuffers=0
clk_path_buf_depth=2
cts_sinks=24
cts-hold-fix-buffers=0

[power_and_ir_drop]
internal-power_uw=418
power_uw=722
p_sw_frac=0.422
switching_power_uw=304
clockPowerShare=0.160
pwr-share-comb=0.547
pwr-share-seq=0.293
powerDensity_mw_per_mm2=323
p_leak_nw=0.845
ir_drop_v=0.000168

[global_routing]
grt_pass1_wl_mm=7.86
grt_overflow=0
grt_busiest_layer=met1
grt_use_met3=0.0199
grt_start_max_net_pins=18
grt_pass1_vias=1538
grt_util_met2=0.117
antenna_found_initial=0
met1_usage=0.123
grt_use_total=0.0805

[final_timing]
setup_tns_ns=0
whs_ns=0.466
finalWorstSetupSlack_ns=2.56
rsz0062_at_grt=false
tightest_slew_ns=0.715
clock.fmax_mhz=211
hold_viol=0
period_used_share=0.650
setup_violations=0
maxSlewViolCount=0
final.min_clock_period_ns=4.74
relSlewSlack=0.522
fin_skew_ns=0.00943

[floorplanning]
die_x_um=108
fp.dieH_um=108
fp_util=0.231
rows=32
io-pin-count=36
coreArea_mm2=0.00765
die_area_mm2=0.0117

[place]
dp_hpwl_mm=3.53
place.gp.congestion=0.835
pre_cts_slack_ns=2.54
numPortBuffers=35
dpl_cell_area_mm2=0.00216

[job]
warnings=26
drv_cap=0

[hold_path]
hp-class=reg -> reg

==> layout by cell type (no fill, tap or decap), drive strengths merged, types with 3 or more instances in the layout <==
master / netlist / routed
clkdlybuf4s50: 0 / 35
dfxtp: 24 / 24
nor2: 23 / 23
nand2: 19 / 19
inv: 14 / 14
ha: 10 / 10
o21ai: 10 / 10
o41ai: 8 / 8
xor2: 7 / 7
a21oi: 7 / 7
a211oi: 6 / 6
or4: 5 / 5
xnor2: 4 / 4
nor3: 4 / 4
o21a: 4 / 4
nand3b: 3 / 3
o31ai: 3 / 3
nand4: 3 / 3
nand2b: 3 / 3
or3: 3 / 3
clkbuf: 3 / 3
==> cell type report <==
cell class	instances	area share
sequential	24	0.215
tap	102	0.0571
timing repair buffer	35	0.157
clock inverter	1	0.0134
clock buffer	3	0.0185
inverter	15	0.0274
multi-input combinational	154	0.512
==> tightest hold or removal path, cell delays in order (launching register included) <==
cell	delay (ns)
dfxtp_1	0.32
nand2_1	0.05
o41ai_1	0.05
==> power by group through the flow <==
| stage | logic [mW] | clock network, mW | registers (mW) |
|---|---|---|---|
| 6_report | 0.395 | 0.115 | 0.211 |
| 5_1_grt | 0.448 | 0.127 | 0.218 |
| 4_1_cts | 0.397 | 0.119 | 0.212 |
==> state kept, by name, summed over array words and instances, names as in the netlist <==
name	cells
n	8
q	8
r	8
==> kinds of logic (layout without fill, tap and decap cells) <==
kind of cell             Yosys count  count (layout)  share of synthesized area
AND/OR/NAND/NOR                   74              74                      0.223
AND-OR/OR-AND                     53              53                      0.244
buffers and inverters             27              54                     0.0820
XOR/XNOR                          11              11                     0.0545
multiplexers                       5               5                     0.0431
flip-flops                        24              24                      0.272
adder cells (fa/ha/maj)           11              11                     0.0820
==> layer usage <==
metal	vias to the layer above	share of wire
met5	-	0
met4	0	0.0099
met3	2	0.070
met2	48	0.42
met1	721	0.50
li1	801	-
==> cells in the mapped netlist, drive strengths merged (3+ instances only) <==
cell type / count
a21oi: 7
a211oi: 6
o41ai: 8
xnor2: 4
inv: 14
dfxtp: 24
or4: 5
o21a: 4
nand3b: 3
nand2: 19
buf: 9
or3: 3
xor2: 7
o31ai: 3
ha: 10
nor2: 23
clkbuf: 3
nand2b: 3
nand4: 3
o21ai: 10
nor3: 4
==> metrics by stage <==
stage / util / std cells
floorplan: - / 205
global placement: 0.283 / 330
detailed placement: 0.283 / 330
CTS: 0.292 / 334
global route: 0.292 / 334
finish: 0.292 / 334
==> final timing paths <==
path / cells past startpoint / endpoint / startpoint
worst min register to register: 2 / q[5] / q[5]
worst max-delay path: 4 / error / y[5]
worst min-delay path: 2 / q[5] / q[5]
worst max register to register: 15 / r[4] / n[0]
No activity file was given, so power comes from the tool's default toggle rates.
