==> /design/flow/design.v <==
module Sorter2
#(parameter W = 4)
(
    input [W - 1:0] x0, x1,
    output [W - 1:0] s0, s1
);
    wire s;
    assign s = x0 > x1;
    assign s0 = s ? x1 : x0;
    assign s1 = s ? x0 : x1;
endmodule
module Sorter4
#(parameter W = 4)
(
    input clock, reset,
    input [W - 1:0] x0, x1, x2, x3,
    output [W - 1:0] s0, s1, s2, s3,
    output done
);
    reg [W - 1:0] r0, r1, r2, r3;
    assign s0 = r0;
    assign s1 = r1;
    assign s2 = r2;
    assign s3 = r3;
    reg [1:0] state;
    wire [1:0] nextstate;
    assign nextstate = (state == 3) ? state : (state + 1);
    assign done = (state == 3);
    wire [W - 1:0] i0, i1, i2, i3, o0, o1, o2, o3,
        n0, n1, n2, n3;
    Sorter2 sorter_a(i0, i1, o0, o1),
            sorter_b(i2, i3, o2, o3);
    assign n0 = ({W{state == 0}} & o0) | ({W{state == 1}} & o0) | ({W{state == 2}} & r0) | ({W{state == 3}} & r0);
    assign n1 = ({W{state == 0}} & o1) | ({W{state == 1}} & o2) | ({W{state == 2}} & o0) | ({W{state == 3}} & r1);
    assign n2 = ({W{state == 0}} & o2) | ({W{state == 1}} & o1) | ({W{state == 2}} & o1) | ({W{state == 3}} & r2);
    assign n3 = ({W{state == 0}} & o3) | ({W{state == 1}} & o3) | ({W{state == 2}} & r3) | ({W{state == 3}} & r3);
    assign i0 = ({W{state == 0}} & r0) | ({W{state == 1}} & r0) | ({W{state == 2}} & r1);
    assign i1 = ({W{state == 0}} & r1) | ({W{state == 1}} & r2) | ({W{state == 2}} & r2);
    assign i2 = ({W{state == 0}} & r2) | ({W{state == 1}} & r1);
    assign i3 = ({W{state == 0}} & r3) | ({W{state == 1}} & r3);
    always @(posedge clock) begin
        if (reset) begin
            state <= 0;
            r0 <= x0;
            r1 <= x1;
            r2 <= x2;
            r3 <= x3;
        end else begin
            state <= nextstate;
            r0 <= n0;
            r1 <= n1;
            r2 <= n2;
            r3 <= n3;
        end
    end
endmodule
==> /design/flow/run.sh <==
#!/bin/bash
# OpenROAD 26Q1-2900-gdf79404cd8, Yosys 0.63+post, stock flow scripts
make -C /OpenROAD-flow-scripts/flow DESIGN_CONFIG=/design/flow/config.mk WORK_HOME=/design/flow/orfs finish
==> /design/flow/config.mk <==
export PLATFORM = sky130hd
export DESIGN_NAME = Sorter4
export DESIGN_NICKNAME = Sorter4
export VERILOG_FILES = /design/flow/design.v
export SDC_FILE = /design/flow/constraint.sdc
export NUM_CORES = 4
export LEC_CHECK = 1
export CORE_AREA = 10 10 107 107
export DIE_AREA = 0 0 117 117
==> /design/flow/constraint.sdc <==
current_design Sorter4

set clk_period 3.4
set clk_io_pct 0.2

create_clock -name clk0 -period $clk_period [get_ports {clock}]

set non_clock_inputs [all_inputs -no_clocks]
set_input_delay [expr $clk_period * $clk_io_pct] -clock clk0 $non_clock_inputs
set_output_delay [expr $clk_period * $clk_io_pct] -clock clk0 [all_outputs]
==> notes.md <==
Latest figures from synthesis and place and route.

Per the GRT congestion report, total overflow comes to 0. In this run, post-CTS hold repair placed 0 buffers. The maximum buffer depth of the clock tree is 2. In this run, synthesis inferred 0 flip-flops with an integrated enable. The number of warnings the tools reported is 28. The share of power burned in combinational logic is 0.739.

The sequential fraction of design power is 0.196. The first global-routing pass estimated 8459 microns of wire. The combined global-route utilization of all metal layers is 0.07709. The CTS root buffer is clkbuf_8. The number of input and output port buffers inserted is 34. Endpoints failing hold in the final report were tallied at 0.

For this sky-water flow run, the detailed-routed wirelength per cell is reported as 15.48 microns. The share of layout cells above drive strength 1 is 0.06466. The type of element launching the critical path is a flip-flop. The class of the most critical setup path is reg -> reg. The final timing report derives a shortest allowable period of 3.140 ns.

Ranked by total cell area, the synthesized netlist is headed by dfxtp_1 23%, ha_1 9.7%, nand2_1 8.2%. The later-pin clock latency in the skew report is 0.25 ns. The number of setup buffers added after CTS is 0.

The routability-driven placement congestion ratio is 0.8605. After synthesis, the most frequently instantiated cells are 34 x nand2_1, 18 x dfxtp_1, 12 x ha_1. Entering global routing, the biggest net connects 23 pins. 35 I/O pins were placed. For this run, the slowest stage of the critical path takes 0.44 ns. Setup repair after global routing left no endpoint under its margin. The type of the most critical hold path is reg -> reg. Counting the warning lines in the Yosys log gives 1. Excluding fillers, the count of instances in the completed layout stands at 343. Counting flops and latches in the post-synthesis netlist gives 18. The share of flip-flops with an asynchronous set or reset is 0. The detailed placer reported the number of placed instances as 340. In this run the remaining antenna-violating nets after routing total 0. The most numerous cell type found on the critical path is ha_1.

After synthesis, the chip area reported by Yosys is 1553 sq um. For this run, design rule violations remaining after detail routing come to 0. Buffers inserted during clock tree synthesis total 3. The TritonCTS clock tree is done. After detailed routing, the total wire length is 5311 microns.

Data on the critical path arrives at its endpoint at 3.28 ns. The setup TNS is 0 ns. The layout overhead on the synthesized area is 31.99%. The share of synthesized area in the top cell type comes to 0.2321.

The clock slew at the register clock pins of the worst setup and hold paths is 0.07 ns. The final setup skew is 0.0006972 ns. The number of DRC markers in iteration 0 is 89. The leading area contributor after synthesis is dfxtp_1. The share of the yosys chip area belonging to registers is 0.2321.

The synthesized area is 1553 sq um. The number of antenna diodes in the final layout is 0. The first detailed-routing pass ran for 4 iterations. Along the worst path, the maximum fanout reaches 13. The relative contribution of the clock network to total power is 0.065. The dominant synthesized flop cell is dfxtp_1. The critical path endpoint has a required time of 3.54 ns. The maximum frequency from static timing analysis is 0.3185 GHz. In the routed layout, each cell is associated on average with a via count of 5.012. The endpoint class of the critical path is a flip-flop. The sink count of the clock tree is 18. The worst slew slack as a fraction of its limit is 0.5778. Looking at the max-slew report, the worst-margin pin has a slew of 0.6267 ns. Looking at the clock tree report, the H-tree level count equals 1. Looking at the VDD voltage map, the peak drop is 304.1 uV. The internal power is 1.133 mW. The effective utilization at floorplan is 0.1688. The die is 117 microns tall.

Hold is met by 0.5121 ns. The switching component of the power was reported as 1.146 mW. The cell with the largest stage delay on the worst path is a21o_1. In the synthesized netlist, the number of instances is 203.

The die boundary width is 117 microns. The post-detailed-placement half-perimeter wirelength is 4051 microns. The count of maximum capacitance violations is 0.

The flow ran to the end, and the final reports show no timing, DRC or antenna violations. The fill cell instance count of the final layout is 1004. The setup slack after layout is 0.2604 ns. OpenSTA, run right after detailed placement, puts the worst setup slack at 0.2869 ns.

The via count of the first global-routing pass came to 1607. The via count is 1719. The flow reported a cell area power density of 1112 nW/um^2. In this run the core area contains 35 standard-cell rows.

The final timing report counts setup violations totalling 0. The leakage power in the latest report is 0.7857 nW. The final number of max-transition violations is 0. Per STA, the worst path is made up of inv_1 > ha_1 > or2_1 > a22o_1 > ha_1 > nor2b_1 > o211ai_2 > a21o_1 > a21boi_1 > a221o_1. The number of cells upsized or downsized after cts is 0. In the Yosys report the total cell count is 203. The unique cell type count in the Yosys netlist is 41. The mean cell area of the mapped netlist is 7.649 sq um. nand2_1 is the most common cell in the netlist. The switching portion of total power comes to 0.5029. The initial antenna violation count was 0.

The core region is 9196 sq um. Dividing the final minimum period by the clock period gives 0.9234. The overall die area is 13690 sq um.
[metrics by stage]
step | power, mW | area (sq um) | utilization
floorplan | 1.567 | 1553 | -
global placement | 2.101 | 2008 | 0.2184
detailed placement | 2.103 | 2008 | 0.2184
CTS | 2.267 | 2049 | 0.2229
global route | 2.496 | 2049 | 0.2229
finish | 2.279 | 2049 | 0.2229
[metal layers]
| layer | share of wire | GRT usage | vias up | wire length, microns |
|---|---|---|---|---|
| met1 | 0.46 | 0.1043 | 800 | 2424 |
| met3 | 0.11 | 0.03096 | 5 | 598 |
| li1 | - | - | 841 | - |
| met2 | 0.43 | 0.1196 | 73 | 2259 |
| met4 | 0.0055 | 0.002471 | 0 | 29 |
| met5 | 0 | 0 | - | 0 |
[power groups by stage]
stage / logic [mW] / clock network (mW) / registers, mW
4_1_cts: 1.67 / 0.153 / 0.446
6_report: 1.69 / 0.148 / 0.446
5_1_grt: 1.86 / 0.165 / 0.469
[layout by cell type (no fill, tap or decap), types with 5 or more instances in the layout]
cell / n
inv_1: 5
a22oi_1: 6
a21oi_1: 10
nand3_1: 7
clkdlybuf4s50_1: 34
o221ai_1: 5
o211ai_1: 11
o21ai_0: 9
a22o_1: 7
buf_4: 6
a211oi_1: 7
ha_1: 12
dfxtp_1: 18
nand2_1: 34
nor2_1: 11
[state kept, by name, indices dropped and copies added, names as in the netlist]
register	flops
r2	4
state	2
r3	4
r0	4
r1	4
[cells by family after synthesis]
group                      synth area share
and+or+nand+nor                      0.1910
xor gates and xnor gates           0.005642
adders and majority gates           0.09669
DFF                                  0.2321
AOI/OAI and AO/OA                    0.3965
muxes                               0.01934
buffers and inverters               0.05882
[path summary, 6_finish.rpt]
kind	cells after the start	end	from	slack (ns)
hold reg to reg	2	r3[1]	r3[1]	0.51
hold / removal	2	r3[1]	r3[1]	0.51
setup reg to reg	10	r2[0]	state[0]	0.26
setup / recovery	10	r2[0]	state[0]	0.26
[worst max-delay path, delay by kind of cell, from the launching register on]
| kind | cells | cell delay [ns] |
|---|---|---|
| AOI/OAI and AO/OA | 5 | 1.50 |
| adders and majority gates | 2 | 0.54 |
| and+or+nand+nor | 2 | 0.52 |
| DFF | 1 | 0.39 |
| buffers and inverters | 1 | 0.08 |
[cell type report]
class | instances | area, sq um | area share
multi-input cells | 165 | 1101 | 0.5372
repair buffers | 40 | 385.4 | 0.1880
flip-flops and latches | 18 | 360.3 | 0.1758
well taps | 111 | 138.9 | 0.06777
clock buffers | 3 | 41.29 | 0.02015
inverters | 6 | 22.52 | 0.01099
Power and IR drop assume default switching activity.
